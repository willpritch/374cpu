[design/flow/config.mk]
export PLATFORM = sky130hd
export DESIGN_NAME = mdrReg
export DESIGN_NICKNAME = mdrReg
export VERILOG_FILES = /design/flow/design.v
export SDC_FILE = /design/flow/constraint.sdc
export NUM_CORES = 4
export LEC_CHECK = 1
export CORE_UTILIZATION = 30
[design/flow/constraint.sdc]
current_design mdrReg

set clk_period 1.0
set clk_io_pct 0.2

create_clock -name clk0 -period $clk_period [get_ports {clock}]

set non_clock_inputs [all_inputs -no_clocks]
set_input_delay [expr $clk_period * $clk_io_pct] -clock clk0 $non_clock_inputs
set_output_delay [expr $clk_period * $clk_io_pct] -clock clk0 [all_outputs]
[design/flow/design.v]
module mdrReg(
	input clear, clock, MDRin, Read,
	input [31:0] Mdatain, BusMuxOut,
	output [31:0] BusMuxIn
);
reg [31:0] mdrregdata;
initial mdrregdata = 8'h0;
always @ (posedge clock)
		begin 
			if (clear) begin
				mdrregdata <= {32{1'b0}};
			end
			else if (MDRin) begin
				case (Read)
					1'b0 : mdrregdata = BusMuxOut;
					1'b1 : mdrregdata = Mdatain;
				endcase
			end
		end
assign BusMuxIn = mdrregdata;
endmodule
[design/flow/run.sh]
#!/bin/bash
# OpenROAD 26Q1-2900-gdf79404cd8, Yosys 0.63+post, stock flow scripts
make -C /OpenROAD-flow-scripts/flow DESIGN_CONFIG=/design/flow/config.mk WORK_HOME=/design/flow/orfs finish
==> results.json <==
{
  "ys_ff": 32,
  "arrival_ps": 770,
  "postSynthSeqShare_pct": 44.6,
  "finalWorstSetupSlack_ps": 25.7,
  "path_buffers": 1,
  "cp_slowest_stage_delay_ps": 320,
  "fin_crit_ps": 974,
  "crit_slowest_cell": "dfxtp_2",
  "grt_max_degree": 33,
  "synth_area_um2": 1440,
  "relSlewSlack_pct": 88.1,
  "rows": 24,
  "end_kind": "primary output",
  "detail-route-antenna-nets": 0,
  "via_per_inst": 4.56,
  "gp_congestion": 0.733,
  "wl_per_cell_um": 12.3,
  "ys_cells": 142,
  "drive_above_1_share_pct": 29.3,
  "flop_area_um2": 681,
  "nFillCells": 382,
  "synth_cell_types": 9,
  "outcome": "finished clean",
  "clk_pin_slew_ps": 70,
  "die_area_um2": 5070,
  "worstPathMaxFanout": 2,
  "die_h_um": 71.2,
  "cts-root-buf": "clkbuf_8",
  "comb_area_um2": 681,
  "final_hold_viol_count": 0,
  "antenna_found_initial": 0,
  "grt_pass1_vias": 1364,
  "syn_area_per_cell_um2": 10.1,
  "hold_slack_ps": 375,
  "cts_tree": "yes",
  "fin_crit_sh_pct": 97.4,
  "cp.required_ps": 800,
  "dpl.hpwl_um": 2720,
  "crit_family": "flip-flops",
  "cts_buffer_depth": 2,
  "first_pass_iters": 28,
  "drc": 0,
  "power.density_nw_per_um2": 1220,
  "fmax_ghz": 1.03,
  "vias": 1373,
  "peakVddDrop_uv": 744,
  "die_w_um": 71.2,
  "ys_chip_area_um2": 1440,
  "worstMarginPinSlew_ps": 174,
  "numCtsBuffers": 5,
  "cap_violations": 0,
  "antenna_cells_inserted": 0,
  "p_leak_uw": 0.00110,
  "routed_wl_um": 3700,
  "drt_iter0_drc": 44,
  "grt_pass1_wl_um": 6150,
  "io_pins": 100,
  "port_buffers": 99,
  "reg_top3": "mdrregdata (32)",
  "syn_to_final_growth_pct": 78.8,
  "warnings": 25,
  "cp-start-kind": "flip-flop",
  "coreArea_um2": 4470,
  "largest_reg_flops": 32,
  "grt_overflow": 0,
  "top_register": "mdrregdata",
  "grtUsageTotal_pct": 15.3,
  "htreeDepth": 2,
  "pre_cts_slack_ps": -116,
  "setup_viol": 0,
  "worst_clock_skew_ps": 0,
  "yosys_warnings": 1,
  "cts_sinks": 32,
  "fp_util_pct": 32.1,
  "worstSkewPairLatency_ps": 270,
  "worstPathCellList": "clkdlybuf4s15_1",
  "final.setup.tns_ps": 0,
  "syn_inst": 142,
  "drv_slew": 0,
  "hp-class": "in2reg",
  "crit_type": "reg2out"
}
## stage by stage
stage          util, %  total power, µW  cells  area (µm²)
3_3_place_gp      55.1             2180    284        2470
6_report          57.4             3130    301        2570
5_1_grt           57.4             3310    301        2570
2_1_floorplan        -             1690    142        1440
3_5_place_dp      55.1             2190    284        2470
4_1_cts           58.7             3200    297        2630
## synth_stat cells
cell      count  area, µm²
a211oi_1     32        240
buf_12        3       60.1
buf_2         3       15.0
buf_4         1       7.51
buf_6         1       11.3
clkbuf_1      6       22.5
dfxtp_1      32        641
mux2i_1      32        320
nor2_1       32        120
## cell families after synthesis
| family | share of synthesized area (%) |
|---|---|
| muxes | 22.3 |
| AOI/OAI and AO/OA | 16.7 |
| buffers and inverters | 8.09 |
| DFF | 44.6 |
| and+or+nand+nor | 8.36 |
## per-layer routing
layer	vias to the layer above	track usage [%]	routed length [µm]
li1	725	-	-
met3	3	4.85	403
met5	-	0	0
met2	65	24.0	1610
met4	0	2.44	24
met1	580	21.6	1660
## report_power, final
part	switching, µW	internal (µW)
sequential	45.3	1390
combinational	220	484
clock	433	560
total	698	2430
## worst paths after layout
path	cells after the start	start	endpoint	slack (ps)
min reg2reg	2	mdrregdata[3]	mdrregdata[3]	480
min	3	MDRin	mdrregdata[14]	380
max	1	mdrregdata[19]	BusMuxIn[19]	30
max reg2reg	4	mdrregdata[18]	mdrregdata[18]	190
## worst reg2reg max path, stage by stage (launching register included)
cell,delay (ps)
dfxtp_2,320
buf_4,90
buf_4,90
nor2_1,30
a211oi_1,190
## final cells by class
cell class                 instances  area share, %
timing repair buffer             113           41.0
sequential                        32           26.5
multi-input combinational         96           26.5
clock buffer                       8           3.51
tap                               52           2.53
## cells in the final DEF (no fill, tap or decap), drive strengths merged
cell type,netlist,routed
clkdlybuf4s50,0,65
mux2i,32,32
nor2,32,32
a211oi,32,32
dfxtp,32,32
clkbuf,6,25
buf,8,18
clkdlybuf4s15,0,13
## timing repair
action                     in CTS  in global routing
setup buffers                   5                  4
gates resized                  98                 17
hold buffers                    0                  0
setup endpoints to repair      32                 19
No activity file was given, so power comes from the tool's default toggle rates.
