==> ./design.v <==
module AND_ (A, B, andresult);
input [31:0] A, B;
output [31:0] andresult;
reg [31:0] andresult;
integer i;
always @(A or B)
begin
		for (i = 0; i < 32; i = i + 1)
		begin
			andresult[i] = A[i] & B[i];
		end
end
endmodule
==> ./run.sh <==
#!/bin/bash
# OpenROAD 26Q1-2900-gdf79404cd8, Yosys 0.63+post, stock flow scripts
make -C /OpenROAD-flow-scripts/flow DESIGN_CONFIG=/design/flow/config.mk WORK_HOME=/design/flow/orfs finish
==> ./config.mk <==
export PLATFORM = sky130hd
export DESIGN_NAME = AND_
export DESIGN_NICKNAME = AND_
export VERILOG_FILES = /design/flow/design.v
export SDC_FILE = /design/flow/constraint.sdc
export NUM_CORES = 4
export LEC_CHECK = 1
export CORE_AREA = 10 10 70 70
export DIE_AREA = 0 0 80 80
==> ./constraint.sdc <==
current_design AND_

set clk_period 1.0
set clk_io_pct 0.2

create_clock -name clk0 -period $clk_period

set non_clock_inputs [all_inputs -no_clocks]
set_input_delay [expr $clk_period * $clk_io_pct] -clock clk0 $non_clock_inputs
set_output_delay [expr $clk_period * $clk_io_pct] -clock clk0 [all_outputs]
==> results.txt <==
impl run done, here's what came out: status=finished, final reports clean, Buffers on Ports=96, pwr/cell area=252.8 nW/µm², total power=0.2480 mW, Tightest Pin Transition=0.04923 ns, overall routed net length=2.173 mm, Routed WL per cell=12.49 µm, worst vdd ir=0.08653 mV, antenna violations before repair=0, Post-DP HPWL=2.170 mm, vias per cell=3.167, Netlist cell types=1, unrepaired setup endpoints after global routing=no, Avg Inst Size Synth=6.256 µm², Yosys Instances=32, CP Data Arrival Time=0.68 ns, chip area=6400 µm², clkbuf count=0, post-CTS setup buffer count=0, Max Slew Vio Count=0, met1 Use GR=6.394%, 1st-pass router iterations=2, internal power=0.1995 mW, number of diodes=0, post-CTS sizing=163, P_leak=0.5764 nW, Die W=80 µm, core area=3416 µm², post-route ant nets=0, final setup vio count=0, Syn Inst Count=32, Commonest Layout Cell=dlygate4sd2_1, placed cell area=1219 µm², Log Warnings=32, Tmin final=0.8796 ns, FP Core Util=5.861%, FF/Latch Area=0 µm², Placer Congestion=0.8063, Crit Path Max Fanout=1, Die Ht=80 µm, final hold violations=0, vias in the first global route=650, maximum clock rate=1137 MHz, WP data required=0.80 ns, Hold Path Class=input pin to primary output, Residual DRC=0, largest net degree at the start of global routing=2, Post-synth seq share=0%, GR Layer Usage met2=11.48%, Top Layout Cells=dlygate4sd2_1, buf_2, and2_1, final period utilization=87.96%, Yosys chip area=200.2 µm², Bufs and invs on worst path=2, Net Sw Power=0.04854 mW, Non-Filler Cell Area, Final=980.9 µm², via count=551, Critical Path Max Stage Delay=0.23 ns, sequential share of power=0%, Mapped Area=200.2 µm², Max-Cap Viols=0, worst-path cell chain=dlygate4sd2_1 > and2_1 > buf_2, Worst setup SP type=input pin, global-route wire length before repair=3.305 mm, Ys Warns=1, crit path capture type=primary output, DRT iter0 DRCs=2, Logic pwr share=100.0%, relative slew slack=96.72%, Rows=21, global-route track usage on met3=3.409%, Max stage delay cell, worst path=dlygate4sd2_1, delay-heaviest family, CP=buffers and inverters, Flops=0, fraction of layout cells with a size suffix above 1=25.78%, switching fraction of total power=19.57%, gr ovfl total=0, Clock power frac=0%, Worst Setup Path Type=input pin to primary output, area added between synthesis and finish=390.0%, IO Count=96, grt peak-use layer=met2, GR Util All Layers=6.234%, CTS Hold Bufs=0
path summary, 6_finish.rpt:
path	end	start	cells after the start	slack (ns)
worst min-delay path	andresult[24]	A[24]	3	0.76
worst max-delay path	andresult[17]	B[17]	3	0.12
cell families (layout without fill, tap and decap cells):
| logic type | count (synthesis) | in the layout | share of synthesized area (%) |
|---|---|---|---|
| buffers and inverters | 0 | 96 | 0 |
| AND/OR/NAND/NOR | 32 | 32 | 100.0 |
power by group through the flow:
stage | Combinational [mW] | Clock, mW | Sequential [mW]
6_report | 0.248 | 0 | 0
5_1_grt | 0.280 | 0 | 0
4_1_cts | 0.257 | 0 | 0
cells in the mapped netlist:
library cell / count / area (µm²)
and2_1: 32 / 200.2
layout make-up:
class                      count  area [µm²]
timing repair buffer          96       720.7
multi-input combinational     32       202.7
tap                           46       57.56
fill                         416        2435
layer usage:
metal / up-vias / routed length, µm
li1: 288 / -
met1: 220 / 725
met2: 43 / 1137
met3: 0 / 310
met4: 0 / 0
met5: - / 0
through the flow:
stage / setup TNS [ns] / utilization (%) / hold slack (ns) / std cells / worst slack, ns
3_5_place_dp: -13.98 / 35.68 / 1.317 / 174 / -0.4734
5_1_grt: 0 / 28.72 / 0.7835 / 174 / 0.08128
4_1_cts: 0 / 28.72 / 0.7711 / 174 / 0.1063
3_3_place_gp: -13.79 / 35.68 / 1.321 / 174 / -0.4637
6_report: 0 / 28.72 / 0.7641 / 174 / 0.1204
2_1_floorplan: 0 / - / 0.4719 / 32 / 0.4864
No activity file was given, so power comes from the tool's default toggle rates.
