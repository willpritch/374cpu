[/design/flow/design.v]
module OR_ (A, B, orresult);
input [31:0] A, B;
output [31:0] orresult;
reg [31:0] orresult;
integer i;
always @(A or B)
	begin
		for (i = 0; i < 32; i = i + 1)
		begin
			orresult[i] = A[i] | B[i];
		end
	end
endmodule
[/design/flow/run.sh]
#!/bin/bash
# OpenROAD 26Q1-2900-gdf79404cd8, Yosys 0.63+post, stock flow scripts
make -C /OpenROAD-flow-scripts/flow DESIGN_CONFIG=/design/flow/config.mk WORK_HOME=/design/flow/orfs finish
[/design/flow/config.mk]
export PLATFORM = sky130hd
export DESIGN_NAME = OR_
export DESIGN_NICKNAME = OR_
export VERILOG_FILES = /design/flow/design.v
export SDC_FILE = /design/flow/constraint.sdc
export NUM_CORES = 4
export LEC_CHECK = 1
export CORE_AREA = 10 10 70 70
export DIE_AREA = 0 0 80 80
[/design/flow/constraint.sdc]
current_design OR_

set clk_period 1.0
set clk_io_pct 0.2

create_clock -name clk0 -period $clk_period

set non_clock_inputs [all_inputs -no_clocks]
set_input_delay [expr $clk_period * $clk_io_pct] -clock clk0 $non_clock_inputs
set_output_delay [expr $clk_period * $clk_io_pct] -clock clk0 [all_outputs]
==> results.py <==
# Flow results
metrics = {
    "placed_design": {
        "hpwl_mm": 2.17,
        "globalplace.congestion": 0.795,
        "place_inst": 174,
        "dp_slack_ns": -0.456,
        "port-buffer-count": 96,
        "placed_cell_area_um2": 1220,
    },
    "detailed_routing": {
        "avgViaCountPerCell": 3.24,
        "routed_wl_mm": 2.18,
        "drc_errors": 0,
        "postRouteAntennaNets": 0,
        "antenna_cells": 0,
        "wire_per_inst_um": 12.5,
        "vias": 564,
        "drt_iter0_drc": 1,
        "first_pass_iters": 2,
    },
    "synth": {
        "synth_area_um2": 200,
        "synth_cell_type_count": 1,
        "postSynthAreaPerCell_um2": 6.26,
        "yosys.stat.seqShare_pct": 0,
        "yosys_cells": 32,
        "ys_sh_xor_pct": 0,
        "yosys_area_um2": 200,
        "muxShareOfSynthArea_pct": 0,
        "adder_share_pct": 0,
        "synth.logic.top_family": "simple AND/OR/NAND/NOR gates",
        "compound_area_share_pct": 0,
        "simple_gate_share_pct": 100,
        "yosys_warnings": 1,
        "syn_inst": 32,
    },
    "grt": {
        "grt_pass1_wl_mm": 3.25,
        "antenna_found_initial": 0,
        "globalRouteMet3Util_pct": 3.41,
        "gr-usage-met1_pct": 5.93,
        "grt.total_usage_pct": 6.14,
        "grt_max_degree": 2,
        "grt_pass1_vias": 665,
        "met2_usage_pct": 11.7,
        "busiest_layer": "met2",
        "grt_overflow": 0,
    },
    "timing": {
        "whs_ns": 0.743,
        "worst_slew_margin_rel_pct": 96.3,
        "max_freq_mhz": 1040,
        "slew_violations": 0,
        "finalSetupTns_ns": 0,
        "hold_viol": 0,
        "setup_violations": 0,
        "tightest_slew_ns": 0.0550,
        "grt_setup_unrepaired": "false",
        "min_period_ns": 0.964,
        "finalClockPeriodUsage_pct": 96.4,
        "finalWorstSetupSlack_ns": 0.0364,
    },
    "flow_run": {
        "warnings": 32,
        "drv_cap": 0,
    },
    "die": {
        "core_area_um2": 3420,
        "core_util_floorplan_pct": 5.86,
        "die_y_um": 80,
        "rows": 21,
        "chipArea_um2": 6400,
        "die_w_um": 80,
        "io_pins": 96,
    },
    "pwr": {
        "ir_drop_uv": 77.8,
        "p_per_area_nw_per_um2": 249,
        "leakagePower_uw": 0.000495,
    },
    "setup_path": {
        "startpoint": "A[2]",
        "arrival_ns": 0.76,
        "setup.worst_path.start_class": "input pin",
        "critical_path.max_fanout": 1,
        "worstSetupPathType": "in -> out",
        "critical_path_required_ns": 0.80,
        "endpoint": "orresult[2]",
        "end_kind": "primary output",
    },
    "layout": {
        "stdcell_area_um2": 978,
        "flop_area_um2": 0,
        "syn2layout_area_growth_pct": 389,
        "flops": 0,
        "clock_buffers": 0,
        "final_layout_size_suffix_gt1_share_pct": 25.0,
        "final_cells": 174,
    },
    "clocking": {
        "hold_buffers": 0,
    },
    "outcome": {
        "status": "completed",
    },
    "hold_path": {
        "holdPathStages": 3,
        "min_path_type": "in -> out",
    },
}
## kinds of logic (layout without fill, tap and decap cells)
group | Yosys count | in the layout
buffers and inverters | 0 | 96
AND/OR/NAND/NOR | 32 | 32
## area by class of cell
| cell class | count | area [um2] |
|---|---|---|
| fill | 419 | 2440 |
| timing repair buffer | 96 | 721 |
| multi-input combinational | 32 | 200 |
| tap | 46 | 57.6 |
## worst min-delay path by stage
stage,to,slack [ns],start
6_report,orresult[29],0.74,B[29]
5_1_grt,orresult[7],0.76,B[7]
4_1_cts,orresult[27],0.75,B[27]
## Yosys cell counts (all sizes together)
cell type	count	area (um2)
or2	32	200
## report_power, final
part | leakage, uW | internal, uW | total (uW) | switching (uW)
registers | 0 | 0 | 0 | 0
clock network | 0 | 0 | 0 | 0
logic | 0.000495 | 195 | 244 | 48.7
total | 0.000495 | 195 | 244 | 48.7
## cell usage in the layout, fill, tap and decap left out
master          n
or2_1          32
dlygate4sd2_1  64
buf_2          32
## per-stage QoR
| stage | total power [uW] | utilization (%) |
|---|---|---|
| finish | 244 | 28.6 |
| floorplan | 29.0 | - |
| CTS | 253 | 28.6 |
| global route | 276 | 28.6 |
| detailed placement | 407 | 35.7 |
| global placement | 404 | 35.7 |
## per-layer routing
| metal | vias up | share of wire (%) |
|---|---|---|
| met4 | 0 | 0 |
| met1 | 234 | 33 |
| li1 | 288 | - |
| met3 | 0 | 14 |
| met2 | 42 | 53 |
| met5 | - | 0 |
## what timing repair did
action	in CTS	in global routing
endpoints found under the setup margin	32	0
gates resized	162	0
buffers inserted	0	0
## critical path, cell delays in order
cell	delay, ns
dlygate4sd2_1	0.22
or2_1	0.22
buf_2	0.11
Power figures rest on the tool's default switching activity, not on a simulated workload.
